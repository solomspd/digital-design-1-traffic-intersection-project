<file path="flow/run.sh">
#!/bin/bash
# OpenROAD 26Q1-2900-gdf79404cd8, Yosys 0.63+post, stock flow scripts
make -C /OpenROAD-flow-scripts/flow DESIGN_CONFIG=/design/flow/config.mk WORK_HOME=/design/flow/orfs finish
</file>
<file path="flow/config.mk">
export PLATFORM = sky130hd
export DESIGN_NAME = clockDivider
export DESIGN_NICKNAME = clockDivider
export VERILOG_FILES = /design/flow/design.v
export SDC_FILE = /design/flow/constraint.sdc
export NUM_CORES = 4
export LEC_CHECK = 1
export CORE_AREA = 10 10 105 105
export DIE_AREA = 0 0 115 115
</file>
<file path="flow/constraint.sdc">
current_design clockDivider

set clk_period 4.6
set clk_io_pct 0.2

create_clock -name clk0 -period $clk_period [get_ports {clk}]

set non_clock_inputs [all_inputs -no_clocks]
set_input_delay [expr $clk_period * $clk_io_pct] -clock clk0 $non_clock_inputs
set_output_delay [expr $clk_period * $clk_io_pct] -clock clk0 [all_outputs]
</file>
<file path="flow/design.v">
`timescale 1ns / 1ps
module clockDivider #(parameter n = 50000000) (input clk, rst, output reg clk_out);
reg [31:0] count;  
always @ (posedge(clk), posedge(rst)) begin  
if (rst == 1'b1)
count <= 32'b0;
else if (count == n-1)
count <= 32'b0;
else
count <= count + 1;
end
always @ (posedge(clk), posedge(rst)) begin  
if (rst == 1'b1)
clk_out <= 1'b0;
else if (count == n-1)
clk_out <= ~clk_out;
else
clk_out <= clk_out;
end
endmodule
</file>
==> reports/qor.txt <==
clock root buffer = clkbuf_8
Fmax achieved = 464 MHz
crit path launch type = flip-flop
DRT Pass-1 Iters = 4
Post-synth ARST share = 1.00
Crit path top cell by count = nand2_1
ranking of synthesized cells by area = dfrtp_1 (49%), xnor2_1 (7.2%), xor2_1 (7.2%)
share of cells above drive strength 1 = 0.107
maximum vdd drop = 0.182 mV
worst r2r src = count[0]$_DFF_PP0_
Power Density = 269 mW/mm2
vias in the first global route = 1169
CTS buffer count = 5
Worst Path Required = 4.78 ns
outcome = finished, final reports clean
Num Clock Sinks = 33
post-detailed-route count of antenna-violating nets = 0
Setup Skew = 0.00161 ns
Worst-path clk slew = 0.06 ns
chip area = 0.0132 mm2
Area Growth Syn to Fin = 13.4%
num rows = 34
Crit path arrival time = 2.33 ns
warnings from Yosys = 1
# diodes = 0
reg-to-reg endpoint = count[23]$_DFF_PP0_
# IOs = 3
total global-route track usage = 0.0489
Setup CP Type = flip-flop to flip-flop
Log Warnings = 25
Cell Type Count = 33
Layout fillers = 946
final core utilization = 0.219
max incr delay on CP = 0.49 ns
maximum fanout along the worst path = 4
GR Overflow Total = 0
CTS tree = built
cell taking the most area after synthesis = dfrtp_1
die height = 115 um
Static Leak = 0.000813 uW
Reg2Reg Setup Slack = 2.44 ns
GPL Wtd Cong = 0.862
final setup TNS = 0 ns
clk ins delay skew pair = 0.28 ns
Routed WL per cell = 11.1 um
Worst R2R Path Depth = 6
Hold Path Stages = 1
# Cells Yosys = 163
H-tree depth = 2
Slew HR = 0.553
cts repair resizes = 0
Hold WC Path Type = flip-flop to flip-flop
Worst setup EP type = flip-flop
Dominant flop cell = dfrtp_1
Slew Viols, Final = 0
Final Worst Setup Slack = 2.44 ns
Pre-Place Util = 0.193
DRC viols = 0
antenna violations before repair = 0
Placement Setup Slack = 2.43 ns
initial drt markers = 82
most instantiated logic cells after routing = dfrtp_1 (33), nor2_1 (17), nand3_1 (16)
CP Cell Sequence = ha_1, nand2_1, or4_1, nor4_1, nand2_1, a31o_1
most frequent logic cell in the layout = dfrtp_1
post-synthesis cell area = 0.00170 mm2
max_cap viols = 0
Critical-path top delay cell = or4_1
yosys synthesis chip area = 0.00170 mm2
Synth Area per Inst = 10.4 um2
Min-Delay Endpoint = count[0]$_DFF_PP0_
Tmin final = 2.16 ns
Post-synth EDFFs = 0
period utilisation layout = 0.469
vias = 1205
Max clock buf depth = 2
Yosys top cell area share = 0.487
Detailed Route WL = 3080 um
Die W = 115 um
Hold Startpoint = count[0]$_DFF_PP0_
first-pass GRT wire length = 5490 um
Yosys reg bits = 33
input/output buffers = 2
core area = 0.00876 mm2
post-DP HPWL = 2180 um
Cells after Synth = 163
hold buffer count at cts = 0
unrepaired setup endpoints after global routing = no
Post CTS Setup Buffer Count = 0
largest net degree at the start of global routing = 34
slew at the pin closest to its max-slew limit = 0.665 ns
final hold violations = 0
drt via density = 4.35
Setup-failing EPs final = 0
Seq share, synth = 0.487
[worst max path at each step]
stage	start	to
after global routing	count[0]$_DFF_PP0_	count[23]$_DFF_PP0_
final	count[0]$_DFF_PP0_	count[23]$_DFF_PP0_
after CTS	count[0]$_DFF_PP0_	count[23]$_DFF_PP0_
[cell type report]
class / count / area [um2] / area share
clock buffer: 7 / 86.3 / 0.0449
inverter: 3 / 11.3 / 0.00586
multi-input combinational: 123 / 836 / 0.435
sequential: 33 / 826 / 0.430
tap: 108 / 135 / 0.0703
timing repair buffer: 3 / 27.5 / 0.0143
[synthesized netlist by cell type (2+ instances only)]
| cell type | n |
|---|---|
| or4_4 | 2 |
| buf_4 | 2 |
| nand4_1 | 10 |
| or3_1 | 3 |
| o21ai_0 | 2 |
| nor3_2 | 2 |
| nand2_1 | 12 |
| nor2_1 | 17 |
| xor2_1 | 14 |
| xnor2_1 | 14 |
| and3_1 | 3 |
| nor4_1 | 6 |
| nand3_1 | 16 |
| clkbuf_1 | 2 |
| or4_1 | 2 |
| dfrtp_1 | 33 |
| nor3_1 | 5 |
| inv_1 | 3 |
[logic make-up after synthesis]
kind of cell,after synthesis,synth area share
buffers and inverters,7,0.0199
DFF,33,0.487
and+or+nand+nor,89,0.321
xor gates and xnor gates,28,0.145
AOI/OAI and AO/OA,5,0.0199
adders and majority gates,1,0.00738
[critical path: cells and delay by family, from the launching register on]
| family | cells | cell delay, ns |
|---|---|---|
| flip-flops | 1 | 0.38 |
| AND/OR/NAND/NOR | 4 | 1.14 |
| adder cells (fa/ha/maj) | 1 | 0.30 |
| AND-OR/OR-AND | 1 | 0.23 |
[stage by stage]
step	cell area [um2]	instances	power, uW	hold WS (ns)
after detailed placement	1840	270	303	0.466
after floorplan	1700	163	300	0.420
after global placement	1840	270	303	0.459
final	1920	277	516	0.474
after global routing	1920	277	533	0.491
after CTS	1920	277	521	0.477
[power breakdown]
part           leakage [uW]  switching (uW)  internal (uW)
clock             0.0000443             100            119
sequential         0.000451               0            290
combinational      0.000317            5.58           1.36
[routing by layer]
layer	track usage	vias to the layer above	wire, um
met5	0	-	0
met4	0.00743	0	35
met3	0.0127	4	125
met2	0.0728	20	1390
met1	0.0716	589	1540
li1	-	592	-
[state kept, by name, indices dropped and copies added (netlist names)]
| register | count |
|---|---|
| count | 32 |
| clk_out | 1 |
Power is estimated from default activity; no workload was simulated.
